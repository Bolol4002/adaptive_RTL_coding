[flow/design.v]
`timescale 1ns / 1ps
module adaptive_control_unit (
    input  logic        clk,
    input  logic        rst_n,
    input  logic [2:0]  opcode,       
    input  logic        valid,        
    input  logic        mode,         
    output logic        reg_write,
    output logic        mem_read,
    output logic        mem_write,
    output logic        alu_src,
    output logic [2:0]  alu_op,
    output logic        branch,
    output logic        jump,
    output logic        power_mode_active,
    output logic        perf_mode_active
);
    logic        lp_reg_write;
    logic        lp_mem_read;
    logic        lp_mem_write;
    logic        lp_alu_src;
    logic [2:0]  lp_alu_op;
    logic        lp_branch;
    logic        lp_jump;
    logic        hp_reg_write;
    logic        hp_mem_read;
    logic        hp_mem_write;
    logic        hp_alu_src;
    logic [2:0]  hp_alu_op;
    logic        hp_branch;
    logic        hp_jump;
    low_power_control_unit u_low_power (
        .clk        (clk),
        .rst_n      (rst_n),
        .opcode     (opcode),
        .valid      (valid),
        .reg_write  (lp_reg_write),
        .mem_read   (lp_mem_read),
        .mem_write  (lp_mem_write),
        .alu_src    (lp_alu_src),
        .alu_op     (lp_alu_op),
        .branch     (lp_branch),
        .jump       (lp_jump)
    );
    high_perf_control_unit u_high_perf (
        .clk        (clk),
        .rst_n      (rst_n),
        .opcode     (opcode),
        .valid      (valid),
        .reg_write  (hp_reg_write),
        .mem_read   (hp_mem_read),
        .mem_write  (hp_mem_write),
        .alu_src    (hp_alu_src),
        .alu_op     (hp_alu_op),
        .branch     (hp_branch),
        .jump       (hp_jump)
    );
    always_comb begin
        if (mode) begin
            reg_write = hp_reg_write;
            mem_read  = hp_mem_read;
            mem_write = hp_mem_write;
            alu_src   = hp_alu_src;
            alu_op    = hp_alu_op;
            branch    = hp_branch;
            jump      = hp_jump;
        end
        else begin
            reg_write = lp_reg_write;
            mem_read  = lp_mem_read;
            mem_write = lp_mem_write;
            alu_src   = lp_alu_src;
            alu_op    = lp_alu_op;
            branch    = lp_branch;
            jump      = lp_jump;
        end
    end
    assign power_mode_active = ~mode;
    assign perf_mode_active  = mode;
endmodule
`timescale 1ns / 1ps
module high_perf_control_unit (
    input  logic        clk,
    input  logic        rst_n,
    input  logic [2:0]  opcode,       
    input  logic        valid,        
    output logic        reg_write,
    output logic        mem_read,
    output logic        mem_write,
    output logic        alu_src,
    output logic [2:0]  alu_op,
    output logic        branch,
    output logic        jump
);
    localparam OPCODE_NOP = 3'b000;
    localparam OPCODE_ADD = 3'b001;
    localparam OPCODE_SUB = 3'b010;
    localparam OPCODE_AND = 3'b011;
    localparam OPCODE_OR  = 3'b100;
    localparam ALU_ADD = 3'b000;
    localparam ALU_SUB = 3'b001;
    localparam ALU_AND = 3'b010;
    localparam ALU_OR  = 3'b011;
    localparam ALU_NOP = 3'b111;
    logic is_add, is_sub, is_and, is_or;
    assign is_add = (opcode == OPCODE_ADD);
    assign is_sub = (opcode == OPCODE_SUB);
    assign is_and = (opcode == OPCODE_AND);
    assign is_or  = (opcode == OPCODE_OR);
    logic        reg_write_comb;
    logic [2:0]  alu_op_comb;
    assign reg_write_comb = valid & (is_add | is_sub | is_and | is_or);
    assign alu_op_comb = ({3{is_add}} & ALU_ADD) |
                         ({3{is_sub}} & ALU_SUB) |
                         ({3{is_and}} & ALU_AND) |
                         ({3{is_or}}  & ALU_OR)  |
                         ({3{~(is_add|is_sub|is_and|is_or)}} & ALU_NOP);
    always_ff @(posedge clk or negedge rst_n) begin
        if (!rst_n) begin
            reg_write <= 1'b0;
            mem_read  <= 1'b0;
            mem_write <= 1'b0;
            alu_src   <= 1'b0;
            alu_op    <= ALU_NOP;
            branch    <= 1'b0;
            jump      <= 1'b0;
        end
        else begin
            reg_write <= reg_write_comb;
            alu_op    <= alu_op_comb;
            mem_read  <= 1'b0;
            mem_write <= 1'b0;
            alu_src   <= 1'b0;
            branch    <= 1'b0;
            jump      <= 1'b0;
        end
    end
endmodule
`timescale 1ns / 1ps
module low_power_control_unit (
    input  logic        clk,
    input  logic        rst_n,
    input  logic [2:0]  opcode,       
    input  logic        valid,        
    output logic        reg_write,
    output logic        mem_read,
    output logic        mem_write,
    output logic        alu_src,
    output logic [2:0]  alu_op,
    output logic        branch,
    output logic        jump
);
    localparam OPCODE_NOP = 3'b000;
    localparam OPCODE_ADD = 3'b001;
    localparam OPCODE_SUB = 3'b010;
    localparam OPCODE_AND = 3'b011;
    localparam OPCODE_OR  = 3'b100;
    localparam ALU_ADD = 3'b000;
    localparam ALU_SUB = 3'b001;
    localparam ALU_AND = 3'b010;
    localparam ALU_OR  = 3'b011;
    localparam ALU_NOP = 3'b111;
    logic        reg_write_q;
    logic [2:0]  alu_op_q;
    always_ff @(posedge clk or negedge rst_n) begin
        if (!rst_n) begin
            reg_write_q <= 1'b0;
            alu_op_q    <= ALU_NOP;
        end
        else if (valid) begin
            case (opcode)
                OPCODE_ADD: begin
                    reg_write_q <= 1'b1;
                    alu_op_q    <= ALU_ADD;
                end
                OPCODE_SUB: begin
                    reg_write_q <= 1'b1;
                    alu_op_q    <= ALU_SUB;
                end
                OPCODE_AND: begin
                    reg_write_q <= 1'b1;
                    alu_op_q    <= ALU_AND;
                end
                OPCODE_OR: begin
                    reg_write_q <= 1'b1;
                    alu_op_q    <= ALU_OR;
                end
                default: begin
                    reg_write_q <= 1'b0;
                    alu_op_q    <= ALU_NOP;
                end
            endcase
        end
        else begin
            reg_write_q <= 1'b0;
            alu_op_q    <= ALU_NOP;
        end
    end
    assign reg_write = reg_write_q;
    assign alu_op    = alu_op_q;
    assign mem_read  = 1'b0;
    assign mem_write = 1'b0;
    assign alu_src   = 1'b0;
    assign branch    = 1'b0;
    assign jump      = 1'b0;
endmodule
`timescale 1ns / 1ps
module top_adaptive_control (
    input  wire        clk_i,            
    input  wire        rst_n_i,          
    input  wire [2:0]  opcode_i,         
    input  wire        valid_i,          
    input  wire        mode_i,           
    output wire        reg_write_o,
    output wire        mem_read_o,
    output wire        mem_write_o,
    output wire        alu_src_o,
    output wire [2:0]  alu_op_o,
    output wire        branch_o,
    output wire        jump_o,
    output wire        led_power_mode,
    output wire        led_perf_mode
);
    logic        clk;
    logic        rst_n;
    logic [2:0]  opcode;
    logic        valid;
    logic        mode;
    logic        reg_write;
    logic        mem_read;
    logic        mem_write;
    logic        alu_src;
    logic [2:0]  alu_op;
    logic        branch;
    logic        jump;
    logic        power_mode_active;
    logic        perf_mode_active;
    logic [2:0]  opcode_sync;
    logic        valid_sync;
    logic        mode_sync;
    assign clk   = clk_i;
    assign rst_n = rst_n_i;
    always_ff @(posedge clk or negedge rst_n) begin
        if (!rst_n) begin
            opcode_sync <= 3'b0;
            valid_sync  <= 1'b0;
            mode_sync   <= 1'b0;
        end
        else begin
            opcode_sync <= opcode_i;
            valid_sync  <= valid_i;
            mode_sync   <= mode_i;
        end
    end
    assign opcode = opcode_sync;
    assign valid  = valid_sync;
    assign mode   = mode_sync;
    adaptive_control_unit u_adaptive_ctrl (
        .clk              (clk),
        .rst_n            (rst_n),
        .opcode           (opcode),
        .valid            (valid),
        .mode             (mode),
        .reg_write        (reg_write),
        .mem_read         (mem_read),
        .mem_write        (mem_write),
        .alu_src          (alu_src),
        .alu_op           (alu_op),
        .branch           (branch),
        .jump             (jump),
        .power_mode_active(power_mode_active),
        .perf_mode_active (perf_mode_active)
    );
    assign reg_write_o   = reg_write;
    assign mem_read_o    = mem_read;
    assign mem_write_o   = mem_write;
    assign alu_src_o     = alu_src;
    assign alu_op_o      = alu_op;
    assign branch_o      = branch;
    assign jump_o        = jump;
    assign led_power_mode = power_mode_active;
    assign led_perf_mode  = perf_mode_active;
endmodule
[flow/run.sh]
#!/bin/bash
# OpenROAD 26Q1-2900-gdf79404cd8, Yosys 0.63+post, stock flow scripts
make -C /OpenROAD-flow-scripts/flow DESIGN_CONFIG=/design/flow/config.mk WORK_HOME=/design/flow/orfs finish
[flow/config.mk]
export PLATFORM = sky130hd
export DESIGN_NAME = top_adaptive_control
export DESIGN_NICKNAME = top_adaptive_control
export VERILOG_FILES = /design/flow/design.v
export SDC_FILE = /design/flow/constraint.sdc
export NUM_CORES = 4
export LEC_CHECK = 1
export CORE_AREA = 10 10 70 70
export DIE_AREA = 0 0 80 80
[flow/constraint.sdc]
current_design top_adaptive_control

set clk_period 1.2
set clk_io_pct 0.2

create_clock -name clk0 -period $clk_period [get_ports {clk_i}]

set non_clock_inputs [all_inputs -no_clocks]
set_input_delay [expr $clk_period * $clk_io_pct] -clock clk0 $non_clock_inputs
set_output_delay [expr $clk_period * $clk_io_pct] -clock clk0 [all_outputs]
==> qor.yml <==
outcome: "complete, but fails checks"
violations: "setup timing"
route.vias.total: 309
tns_ns: -1.47
power.density_nw_per_um2: 1120
clkSlewWorstSetupHoldPaths_ns: 0.07
post-place-ws_ns: -0.244
grt_pass1_vias: 377
cp_num_buf_inv: 2
fin_ws_ns: -0.295
most_common_cell: "dfrtp_1"
edf_count: 0
rsz0062_at_grt: "true"
common_cells: "dfrtp_1 (7), dfstp_2 (6), buf_4 (5)"
fin_crit_sh_pct: 125
rows: 21
start_kind: "flop"
ys_cells: 36
worst-setup-path-type: "flop to output pin"
whs_ns: 0.283
total_power_mw: 0.865
totalWireLength_um: 946
synth_cell_type_count: 15
diodes: 0
maxCapViolCount: 0
die_y_um: 80
critPathMaxStageDelay_ns: 0.46
grt_max_degree: 14
crit_chain: "buf_6, mux2_4, buf_2"
met1_usage_pct: 3.65
synth_area_um2: 518
worstPathRequired_ns: 0.96
gp_congestion: 0.748
yosys.area.top_type_share_pct: 33.8
grt_use_met2_pct: 4.09
hold_violations: 0
busiest_layer: "met2"
cts_buffers: 3
clkSinkCount: 13
drive_above_1_share_pct: 50.0
cts_buffer_depth: 2
clock_latency_ns: 0.26
cts_tree: "done"
synth_seq_share_pct: 64.3
warnings: 27
critPathSlowestCell: "dfrtp_2"
die_w_um: 80
p_leak_nw: 0.344
grt_antenna_before_repair: 0
drt_first_pass_iters: 3
cts_root_buffer: "clkbuf_4"
clock_skew_ns: 0.000996
synthTopCellsByArea: "dfrtp_1 (34%), dfstp_2 (30%), mux2_2 (8.7%)"
port_buffers: 12
vias_per_cell: 2.97
chipArea_um2: 6400
fillers: 368
fmax_mhz: 669
use_met3_pct: 3.18
detailed_place_hpwl_um: 710
synthFlopType: "dfrtp_1"
ys_chip_area_um2: 518
ctsHoldBuffers: 0
drc: 0
overflow: 0
critical_path.top_delay_family: "flip-flops"
ioPinCount: 18
synthToLayoutAreaGrowth_pct: 48.6
floorplanUtilization_pct: 15.2
synth-async-reset-ratio_pct: 100
wl_per_cell_um: 9.10
drv_slew: 0
arrival_ns: 1.25
min-delay-path-class: "input port to async pin"
setup_viol: 6
avgSynthCellArea_um2: 14.4
top_area_cell: "dfrtp_1"
endpoint_kind: "output pin"
synth_flops: 13
htreeDepth: 1
grt_pass1_wl_um: 1570
grt_usage_pct: 3.12
ys.warnings.count: 4
postSynthCellCount: 36
drtIter0Drc: 21
core_um2: 3420
fin_crit_ns: 1.49
ir_drop_mv: 0.371
worst-path-max-fanout: 5
ant_nets: 0
cell type report:
class	instances	area, um^2	area share (%)
clock buffer	4	26.3	3.41
multi-input combinational	21	174	22.6
sequential	13	334	43.4
inverter	1	3.75	0.488
timing repair buffer	19	174	22.6
tap	46	57.6	7.48
registers in the layout, summed over array words and instances (netlist names):
register                                 cells
u_adaptive_ctrl.u_high_perf.reg_write        1
u_adaptive_ctrl.u_low_power.reg_write_q      1
valid_sync                                   1
u_adaptive_ctrl.u_high_perf.alu_op           3
mode_sync                                    1
u_adaptive_ctrl.u_low_power.alu_op_q         3
opcode_sync                                  3
placed cells by master (no fill, tap or decap):
| cell type | netlist | layout |
|---|---|---|
| or2b_1 | 1 | 1 |
| buf_6 | 0 | 7 |
| nand2_1 | 2 | 2 |
| xor2_1 | 2 | 2 |
| mux2i_1 | 1 | 1 |
| nor2b_1 | 1 | 1 |
| mux2_4 | 0 | 4 |
| dfstp_2 | 6 | 6 |
| clkbuf_2 | 0 | 2 |
| conb_1 | 1 | 5 |
| buf_2 | 0 | 2 |
| nand2b_1 | 1 | 1 |
| mux2_1 | 2 | 2 |
| nor2_4 | 1 | 1 |
| inv_2 | 0 | 1 |
| and2_1 | 1 | 1 |
| clkbuf_4 | 0 | 3 |
| dfrtp_2 | 0 | 1 |
| clkbuf_1 | 0 | 1 |
| buf_4 | 5 | 2 |
| clkdlybuf4s50_1 | 0 | 6 |
| dfrtp_1 | 7 | 6 |
layer usage:
metal	wire (um)	up-vias	part of all wire (%)
li1	-	149	-
met1	436	141	46
met2	333	19	35
met3	175	0	18
met4	0	0	0
met5	0	-	0
worst paths after layout:
path	start	endpoint	slack [ns]	cells after the start
max	mode_sync	reg_write_o	-0.29	3
min	rst_n_i	u_adaptive_ctrl.u_high_perf.reg_write	0.28	2
max reg2reg	opcode_sync[0]	u_adaptive_ctrl.u_low_power.reg_write_q	0.12	2
min reg2reg	opcode_sync[2]	u_adaptive_ctrl.u_high_perf.alu_op[2]	0.51	1
max in group asynchronous	rst_n_i	u_adaptive_ctrl.u_low_power.alu_op_q[1]	0.69	2
min in group clk0	opcode_i[2]	opcode_sync[2]	0.41	1
cell families (layout without fill, tap and decap cells):
group / count (synthesis) / after routing / synth area share, %
simple gates: 7 / 7 / 8.70
other cells: 1 / 5 / 0.724
flops: 13 / 13 / 64.3
buf+inv: 6 / 24 / 7.97
xor+xnor: 2 / 2 / 3.38
mux: 7 / 7 / 15.0
power breakdown:
group | switching (mW) | internal (mW)
Sequential | 0.0156 | 0.474
Clock | 0.126 | 0.129
Combinational | 0.0369 | 0.0831
what timing repair did:
action | CTS | global route
resized | 23 | 9
endpoints found under the setup margin | 6 | 6
pin swaps | 0 | 0
cloned | 0 | 0
buffers inserted | 4 | 2
worst reg2reg max path, cell delays in order (launching register included):
cell     delay (ns)
dfrtp_1        0.44
nor2_4         0.19
mux2_1         0.34
through the flow:
step | cell area [um^2] | utilization, % | cells
4_1_cts | 753 | 22.1 | 103
6_report | 769 | 22.5 | 104
3_5_place_dp | 688 | 20.1 | 95
5_1_grt | 769 | 22.5 | 104
2_1_floorplan | 533 | - | 40
3_3_place_gp | 688 | 20.1 | 95
No activity file was given, so power comes from the tool's default toggle rates.
